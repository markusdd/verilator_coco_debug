**design/flow/config.mk**
```make
export PLATFORM = sky130hd
export DESIGN_NAME = debug_verilator_coco
export DESIGN_NICKNAME = debug_verilator_coco
export VERILOG_FILES = /design/flow/design.v
export SDC_FILE = /design/flow/constraint.sdc
export NUM_CORES = 4
export LEC_CHECK = 1
export CORE_UTILIZATION = 30
```
**design/flow/constraint.sdc**
```tcl
current_design debug_verilator_coco

set clk_period 9.3
set clk_io_pct 0.2

create_clock -name clk0 -period $clk_period [get_ports {clk_r_i}]
create_clock -name clk1 -period $clk_period [get_ports {clk_w_i}]

set non_clock_inputs [all_inputs -no_clocks]
set_input_delay [expr $clk_period * $clk_io_pct] -clock clk0 $non_clock_inputs
set_output_delay [expr $clk_period * $clk_io_pct] -clock clk0 [all_outputs]
```
**design/flow/design.v**
```verilog
module debug_verilator_coco #(
  parameter DATA_WIDTH = 42,
  parameter DEPTH = 16,
  parameter RDATA_REG = 1
) (
  input logic clk_w_i,
  input logic rst_w_an_i,
  input logic wen_i,
  input logic [DATA_WIDTH-1:0] wdata_i,
  output logic full_o,
  output logic werr_o,
  input logic clk_r_i,
  input logic rst_r_an_i,
  input logic ren_i,
  output logic [DATA_WIDTH-1:0] rdata_o,
  output logic empty_o,
  output logic rerr_o
);
  localparam ADDR_WIDTH_P = $clog2(DEPTH);
  logic [DATA_WIDTH-1:0] fifo_mem_r [DEPTH-1:0];
  logic [DATA_WIDTH-1:0] rdata_r;
  logic full_s;
  logic full_r;
  logic empty_s;
  logic empty_r;
  logic [ADDR_WIDTH_P:0] bin_wpointer_next_s;
  logic [ADDR_WIDTH_P:0] gray_wpointer_next_s;
  logic [ADDR_WIDTH_P:0] bin_wpointer_r;
  logic [ADDR_WIDTH_P:0] gray_wpointer_r;
  logic [ADDR_WIDTH_P:0] gray_wpointer_sync_s;
  logic [ADDR_WIDTH_P:0] bin_rpointer_next_s;
  logic [ADDR_WIDTH_P:0] gray_rpointer_next_s;
  logic [ADDR_WIDTH_P:0] bin_rpointer_r;
  logic [ADDR_WIDTH_P:0] gray_rpointer_r;
  logic [ADDR_WIDTH_P:0] gray_rpointer_sync_s;
  always_ff @(posedge clk_w_i) begin : fifo_mem_w_proc
    if ((wen_i == 1'b1) && (full_r == 1'b0)) begin
      fifo_mem_r[bin_wpointer_r[ADDR_WIDTH_P-1:0]] <= wdata_i;
    end
  end
  if (RDATA_REG == 1) begin
    always_ff @(posedge clk_r_i) begin : fifo_mem_r_proc
      if (ren_i == 1'b1) begin
         rdata_r <= fifo_mem_r[bin_rpointer_r[ADDR_WIDTH_P-1:0]];
      end
    end
    assign rdata_o = rdata_r;
  end else if (RDATA_REG == 0) begin
    assign rdata_o = fifo_mem_r[bin_rpointer_r[ADDR_WIDTH_P-1:0]];
  end else begin
    $error("SVB IP ERROR: RDATA_REG parameter has to be either 0 or 1.");
  end
  always_comb begin : pointer_next_proc
      bin_rpointer_next_s = bin_rpointer_r + {{ADDR_WIDTH_P{1'b0}}, 1'b1 & ren_i & ~empty_r};
      gray_rpointer_next_s = (bin_rpointer_next_s>>1) ^ bin_rpointer_next_s;
      bin_wpointer_next_s = bin_wpointer_r + {{ADDR_WIDTH_P{1'b0}}, 1'b1 & wen_i & ~full_r};
      gray_wpointer_next_s = (bin_wpointer_next_s>>1) ^ bin_wpointer_next_s;
      empty_s = (gray_rpointer_next_s == gray_wpointer_sync_s);
      full_s = (gray_wpointer_next_s == {~gray_rpointer_sync_s[ADDR_WIDTH_P:ADDR_WIDTH_P-1],
                                          gray_rpointer_sync_s[ADDR_WIDTH_P-2:0]});
  end
  always_ff @(posedge clk_w_i or negedge rst_w_an_i) begin : w_pointer_proc
    if (rst_w_an_i == 1'b0) begin
      bin_wpointer_r <= {ADDR_WIDTH_P+1{1'b0}};
      gray_wpointer_r <= {ADDR_WIDTH_P+1{1'b0}};
    end else if ((wen_i == 1'b1) && (full_r == 1'b0)) begin
      bin_wpointer_r <= bin_wpointer_next_s;
      gray_wpointer_r <= gray_wpointer_next_s;
    end
  end
  always_ff @(posedge clk_r_i or negedge rst_r_an_i) begin : r_pointer_proc
    if (rst_r_an_i == 1'b0) begin
      bin_rpointer_r <= {ADDR_WIDTH_P+1{1'b0}};
      gray_rpointer_r <= {ADDR_WIDTH_P+1{1'b0}};
    end else if ((ren_i == 1'b1) && (empty_r == 1'b0)) begin
      bin_rpointer_r <= bin_rpointer_next_s;
      gray_rpointer_r <= gray_rpointer_next_s;
    end
  end
  always_ff @(posedge clk_r_i or negedge rst_r_an_i) begin : proc_empty
    if(rst_r_an_i == 1'b0) begin
      empty_r <= 1'b1;
      rerr_o <= 1'b0;
    end else begin
      empty_r <= empty_s;
      rerr_o <= ren_i & empty_r;
    end
  end
  assign empty_o = empty_r;
  always_ff @(posedge clk_w_i or negedge rst_w_an_i) begin : proc_full
    if(rst_w_an_i == 1'b0) begin
      full_r <= 1'b0;
      werr_o <= 1'b0;
    end else begin
      full_r <= full_s;
      werr_o <= wen_i & full_r;
    end
  end
  assign full_o = full_r;
  genvar i;
  generate
    for (i = 0; i<=ADDR_WIDTH_P; i++) begin : pointer_sync_gen
      sync #(
        .RST_VAL (1'b0)
      ) u_svb_sync_gray_wpointer (
        .clk_i    (clk_r_i                ),
        .rst_an_i (rst_r_an_i             ),
        .d_i      (gray_wpointer_r[i]     ),
        .d_o      (gray_wpointer_sync_s[i])
      );
      sync #(
        .RST_VAL (1'b0)
      ) u_svb_sync_gray_rpointer (
        .clk_i    (clk_w_i                ),
        .rst_an_i (rst_w_an_i             ),
        .d_i      (gray_rpointer_r[i]     ),
        .d_o      (gray_rpointer_sync_s[i])
      );
    end
  endgenerate
endmodule
module sync #(
  parameter RST_VAL = 1'b0
) (
  input logic clk_i,
  input logic rst_an_i,
  input logic d_i,
  output logic d_o
);
  logic d0_r;
  logic d1_r;
  always_ff @(posedge clk_i or negedge rst_an_i) begin : sync_proc
    if (rst_an_i == 1'b0) begin
      d0_r <= RST_VAL;
      d1_r <= RST_VAL;
    end else begin
      d0_r <= d_i;
      d1_r <= d0_r;
    end
  end
  assign d_o = d1_r;
endmodule
```
**design/flow/run.sh**
```bash
#!/bin/bash
# OpenROAD 26Q1-2900-gdf79404cd8, Yosys 0.63+post, stock flow scripts
make -C /OpenROAD-flow-scripts/flow DESIGN_CONFIG=/design/flow/config.mk WORK_HOME=/design/flow/orfs finish
```
==> results_dict.tcl <==
# implementation run metrics
set metrics [dict create \
    final_hold_viol_count 0 \
    unrepaired_setup_endpoints_after_global_routing "no" \
    comb_area_um2 5630 \
    clock_skew_ns 0.02272 \
    dp_hpwl_um 33070 \
    dieHeight_um 309.4 \
    syn_to_final_growth_pct 17.73 \
    slew_at_the_pin_closest_to_its_max_slew_limit_ns 0.9089 \
    final_design_area_no_fill_um2 33370 \
    post_synth_instance_area_um2 28350 \
    die_w_um 309.4 \
    timing.critical_path.arrival_ns 4.65 \
    switching_share_pct 26.24 \
    cts_post_setup_buffers_inserted 0 \
    power-per-cell-area_nw_per_um2 288.3 \
    synth.yosys.chip_area_um2 28350 \
    internal_power_w 0.007098 \
    detailroute.via_count 12160 \
    switchingPower_w 0.002525 \
    placement.cell_area_um2 30890 \
    grt_use_total_pct 13.67 \
    drive_gt1_share_pct 27.81 \
    clockPowerShare_pct 31.9 \
    boundaryPins 94 \
    outcome "complete, no violations" \
    synth_cell_types 35 \
    synth_stat.cells 1149 \
    finalCoreUtilization_pct 35.70 \
    cts.repair.resized 0 \
    design.die.area_um2 95730 \
    grt.overflow.total 0 \
    power.leakage_nw 10.33 \
    grt_max_degree 79 \
    vias_in_the_first_global_route 13840 \
    ctsHoldBuffers 0 \
    via_per_inst 4.664 \
    routed_wire_length_per_instance_um 22.44 \
    startpoint_types "primary input" \
    grt_pass1_wl_um 88650 \
    max_cap_viol_count 0 \
    flop_cell "edfxtp_1" \
    slew_headroom_pct 39.26 \
    setup.worst_path.end_class "register" \
    floorplan.core_area_um2 93470 \
    globalplace.congestion 0.7977 \
    postSynthCellCount 1149 \
    antenna_cells 0 \
    core.rowCount 112 \
    port-buffer-count 92 \
    syn-mean-instance-area_um2 24.67 \
    firstDrtPassIters 6 \
    initialDrtViolationCount 641 \
    reg2reg_setup_slack_ns 5.88 \
    min_path_type "reg2reg" \
    count_of_flip_flops_with_a_built_in_enable_after_synthesis 714 \
    yosysSeqAreaShare_pct 79.34 \
    number_of_storage_elements_in_the_synthesis_netlist 756 \
    placement.setup.worst_slack_ns 4.259 \
    critical_path_class "in2reg" \
    antenna_violations_before_repair 4 \
    worst_setup_hold_path_clk_slew_ns 0.06 \
    cts_tree "yes" \
    fillCellCount 8356 \
    sequential_cell_area_um2 22510 \
    peakVddDrop_mv 0.1702 \
    report.final.slew_viol_count 0 \
    fp_util_pct 30.33 \
    critical_path.max_fanout 23 \
    setup_ws_ns 4.915 \
    wl_um 58470 \
    total_negative_setup_slacks_ns 0 \
    antenna_left 0 \
    setup_viol 0 \
    critPathRequiredTime_ns 9.56 \
    synth-async-reset-ratio_pct 5.556 \
    clkSinkCount 756 \
    warning_count 27 \
    sequentialPowerShare_pct 46.4 \
    p_total_w 0.009623 \
    route.detailed.drc 0 \
    combinationalPowerShare_pct 21.7 \
    yosys_warnings 2 \
]
-- final timing paths --
path	from	endpoint	depth (start not counted)
max reg2reg	bin_rpointer_r[1]	rdata_r[12]	4
min in group asynchronous	rst_w_an_i	werr_o	2
min in group clk0	pointer_sync_gen[0].u_svb_sync_gray_wpointer.d0_r	pointer_sync_gen[0].u_svb_sync_gray_wpointer.d1_r	0
min reg2reg	gray_rpointer_r[2]	pointer_sync_gen[2].u_svb_sync_gray_rpointer.d0_r	0
max in group clk0	ren_i	empty_r	10
min	gray_rpointer_r[2]	pointer_sync_gen[2].u_svb_sync_gray_rpointer.d0_r	0
max in group asynchronous	rst_r_an_i	empty_r	2
max	wen_i	fifo_mem_r[2][31]	5
-- power by group through the flow --
stage / clock network (W) / registers, W / logic, W
6_report: 0.00307 / 0.00446 / 0.00209
4_1_cts: 0.00316 / 0.00448 / 0.00216
5_1_grt: 0.00329 / 0.00453 / 0.00227
-- critical path: stages --
cell and delay [ns]:
clkdlybuf4s50_1 0.55, nand2b_1 0.36, or3_1 0.60, nor2_4 0.74
buf_4 0.50
-- routing by layer --
metal  share of wire [%]  global-route usage [%]
met1                  34                   16.08
met2                  49                   21.15
met3                  14                   9.606
met4                 2.2                   2.464
met5               0.072                       0
-- stage by stage --
stage,hold slack (ns),std cells
3_5_place_dp,0.3372,2471
4_1_cts,0.1693,2606
2_1_floorplan,0.3312,1149
3_3_place_gp,0.3321,2471
6_report,0.1710,2606
5_1_grt,0.1840,2606
-- layout by cell type, fill, tap and decap left out, types with 2 or more instances in the layout --
| cell | instances |
|---|---|
| nand4_1 | 3 |
| clkbuf_16 | 80 |
| bufinv_16 | 6 |
| and3_1 | 2 |
| nand3_1 | 4 |
| clkdlybuf4s50_1 | 91 |
| inv_16 | 3 |
| nor2_4 | 12 |
| clkinv_8 | 2 |
| nand2_1 | 27 |
| nor2_1 | 3 |
| dfrtp_1 | 37 |
| o21ai_1 | 8 |
| and2_1 | 2 |
| clkinv_2 | 11 |
| dfrtp_4 | 4 |
| a21oi_1 | 2 |
| buf_4 | 31 |
| clkinv_4 | 3 |
| inv_1 | 2 |
| xor2_1 | 13 |
| or3_1 | 3 |
| edfxtp_1 | 714 |
| inv_2 | 2 |
| nand2b_1 | 4 |
| ha_1 | 5 |
| nor3_2 | 4 |
| clkinv_1 | 11 |
| clkbuf_1 | 15 |
| xnor2_1 | 19 |
| mux4_2 | 210 |
| inv_4 | 2 |
-- cells by family after synthesis --
group,synth area share (%)
compound gates,0.3752
xor+xnor,1.046
fa+ha+maj,0.2207
buf+inv,1.183
flops,79.34
mux,16.72
simple gates,1.108
-- flip-flops by register name, summed over array words and instances (netlist names), 4 cells and up --
name / cells
bin_wpointer_r: 5
bin_rpointer_r: 4
rdata_r: 42
pointer_sync_gen.u_svb_sync_gray_wpointer.d1_r: 5
fifo_mem_r: 672
gray_rpointer_r: 5
gray_wpointer_r: 4
pointer_sync_gen.u_svb_sync_gray_rpointer.d0_r: 5
pointer_sync_gen.u_svb_sync_gray_rpointer.d1_r: 5
pointer_sync_gen.u_svb_sync_gray_wpointer.d0_r: 5
-- cell usage after synthesis, drive strengths merged (4+ instances only) --
cell,instances,area share [%]
dfrtp,41,3.6
edfxtp,714,76
ha,5,0.22
xnor2,19,0.59
buf,26,0.75
inv,4,0.053
nor2,15,0.20
nor3,5,0.088
mux4,210,17
nand3,5,0.11
nand2b,4,0.088
nand2,27,0.36
xor2,14,0.46
o21ai,8,0.14
clkbuf,29,0.38
-- cell type report --
cell class              instances  share of cell area (%)
flip-flops and latches        756                   67.44
multi-input cells             334                   16.87
clock buffers                  96                   6.209
well taps                    1254                   4.701
repair buffers                123                   3.487
clock inverters                39                   1.245
inverters                       4                 0.04499
No activity file was given, so power comes from the tool's default toggle rates.
